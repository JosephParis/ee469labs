$ cat flow/run.sh
#!/bin/bash
# OpenROAD 26Q1-2900-gdf79404cd8, Yosys 0.63+post, stock flow scripts
make -C /OpenROAD-flow-scripts/flow DESIGN_CONFIG=/design/flow/config.mk WORK_HOME=/design/flow/orfs finish
$ cat flow/config.mk
export PLATFORM = sky130hd
export DESIGN_NAME = decoder
export DESIGN_NICKNAME = decoder
export VERILOG_FILES = /design/flow/design.v
export SDC_FILE = /design/flow/constraint.sdc
export NUM_CORES = 4
export LEC_CHECK = 1
export CORE_AREA = 10 10 70 70
export DIE_AREA = 0 0 80 80
$ cat flow/constraint.sdc
current_design decoder

set clk_period 2.2
set clk_io_pct 0.2

create_clock -name clk0 -period $clk_period

set non_clock_inputs [all_inputs -no_clocks]
set_input_delay [expr $clk_period * $clk_io_pct] -clock clk0 $non_clock_inputs
set_output_delay [expr $clk_period * $clk_io_pct] -clock clk0 [all_outputs]
$ cat flow/design.v
module decoder (RegWrite, WriteRegister, out);
    input logic RegWrite;
	 input logic [4:0] WriteRegister;
	 output logic [31:0] out;
	 logic [1:0] level1;
	 logic [3:0] level2;
	 logic [7:0] level3;
	 logic [15:0] level4;
	 genvar i;
    selector s1 (.in(RegWrite), .sel(WriteRegister[4]), .out1(level1[1]), .out2(level1[0]));
    generate
        for (i = 0; i < 2; i++) begin : L2
            selector s2 (.in(level1[i]), .sel(WriteRegister[3]), .out1(level2[(2*i)+1]), .out2(level2[2*i]));
        end
    endgenerate
    generate
        for (i = 0; i < 4; i++) begin : L3
            selector s3 (.in(level2[i]), .sel(WriteRegister[2]), .out1(level3[(2*i)+1]), .out2(level3[2*i]));
        end
    endgenerate
    generate
        for (i = 0; i < 8; i++) begin : L4
            selector s4 (.in(level3[i]), .sel(WriteRegister[1]), .out1(level4[(2*i)+1]), .out2(level4[2*i]));
        end
    endgenerate
    generate
        for (i = 0; i < 16; i++) begin : L5
            selector s5 (.in(level4[i]), .sel(WriteRegister[0]), .out1(out[(2*i)+1]), .out2(out[2*i]));
        end
    endgenerate
endmodule
module selector (in, sel, out1, out2);
    input logic in, sel;
	 output logic out1, out2;
	 logic not_sel;
	 and a1 (out1, in, sel);  
	 not n1 (not_sel, sel);
	 and a2 (out2, in, not_sel);  
endmodule
==> impl_metrics.toml <==
# implementation run metrics
[outcome]
status = "finished clean"

[detailed_routing]
firstDrtPassIters = 3
via_count = 481
post_drt_via_cell_ratio = 3.49
wire_per_inst_um = 13.3
drt_iter0_markers = 12
antenna_cells = 0
antenna_left = 0
wirelength_um = 1840
drc = 0

[critical_path]
crit_required_ns = 1.76
end_kind = "output pin"
worstPathArrival_ns = 1.70
path_max_fanout = 6
critPathKind = "input port to output pin"
setup.worst_path.start_class = "input port"

[power]
powerDensity_mw_per_mm2 = 85.9
power_w = 0.0000708
irDropWorstVdd_mv = 0.0351
leakagePower_nw = 0.462

[final_layout]
comb_area_um2 = 294
regArea_um2 = 0
flop-count = 0
final_layout_size_suffix_gt1_frac = 0.250
syn_to_final_growth_pct = 75.3
final_layout_top_logic_cell = "nor2_1"
nClkBuffers = 0
final_cell_mix = "nor2_1, clkdlybuf4s50_1, dlygate4sd2_1, dlymetal6s2s_1, buf_4"
fill_cells = 392
fin_area_um2 = 825

[timing]
fin_crit_ns = 2.14
finalHoldViolCount = 0
final_max_slew_viol_count = 0
worst-slew-pin-transition_ns = 0.218
finalClockPeriodUsage = 0.972
setup_violations = 0
max_slew_margin = 0.855
whs_ns = 1.51
fmax_mhz = 467
fin_tns_setup_ns = 0

[flow_run]
max_cap_viol_count = 0
log.warning_count = 32

[grt]
gr-usage-met1 = 0.0720
antenna_found_initial = 0
grtUsageTotal = 0.0559
grt_pass1_wl_um = 2900
met3_usage = 0.0261
use_met2 = 0.0883
grt-busiest-layer = "met2"
grt-ovfl-total = 0
grt_max_degree = 9
grt_pass1_vias = 519

[worst_hold_path]
hp-class = "input port to output pin"
whs_endpoint = "out[27]"
holdPathStages = 4
min-delay-start = "WriteRegister[0]"

[placed_design]
io_buffers = 38
gp_congestion = 0.749
dp_hpwl_um = 1470
placed_area_um2 = 687

[die]
core_mm2 = 0.00342
io_pins = 38
fp.dieH_um = 80
fp_util = 0.138
die_area_mm2 = 0.00640
num_rows = 21
die_w_um = 80

[synthesis]
post_synth.cell_area_avg_um2 = 5.96
synthCells = 79
yosysUniqueCellTypes = 10
postSynthSeqShare = 0
mux_area_frac = 0
syn_area_um2 = 470
synth_area_leader_cell = "buf_4"
ys_cells = 79
compound_area_frac = 0
top_cell_area_share = 0.511
ys_top_cells_by_area = "buf_4, nor2_1, nand4bb_1"
yosys_warnings = 0
xor_area_frac = 0
ys_sh_simple = 0.465
yosysChipArea_um2 = 470
ys_sh_adder = 0
ys_top_logic_family = "buffers and inverters"

[clocking]
cts_hold_buf = 0
## synth_stat cells
master and number:
buf_4 32, nor2_1 32, or2_1 1, nand4b_1 3, nand4_1 1, clkbuf_1 3
or4b_1 1, nand2b_1 2, nand2_1 1, nand4bb_1 3
## area by class of cell
class                      instances  area share
timing repair buffer              48       0.574
tap                               46      0.0698
multi-input combinational         44       0.357
## critical path: stages
cell,delay [ns]
dlygate4sd2_1,0.27
buf_6,0.14
nand4bb_4,0.25
nor2_1,0.12
clkdlybuf4s50_1,0.48
## through the flow
stage,instances,setup slack (ns),util
final,138,0.0606,0.241
after global routing,138,-0.00124,0.241
after CTS,137,0.00447,0.222
after detailed placement,132,-0.369,0.201
after global placement,132,-0.337,0.201
after floorplan,79,0.538,-
## cell families after synthesis
group,count (synthesis)
buf+inv,35
simple gates,44
## repair_timing
| item | in CTS | in global routing |
|---|---|---|
| pin swaps | 12 | 9 |
| setup endpoints to repair | 32 | 20 |
| resized | 23 | 17 |
| buffers inserted | 5 | 2 |
## worst max path at each step
stage / startpoint / endpoint / slack [ns] / depth (start not counted)
after CTS: WriteRegister[4] / out[15] / 0.004 / 5
final: WriteRegister[3] / out[17] / 0.06 / 5
after global routing: WriteRegister[3] / out[16] / -0.001 / 5
## report_power, final
group	leakage, nW	switching (W)	internal (W)
Sequential	0	0	0
Clock	0	0	0
Combinational	0.462	0.0000332	0.0000376
## routing by layer
| metal | vias up | part of all wire |
|---|---|---|
| met5 | - | 0 |
| met4 | 0 | 0 |
| met3 | 0 | 0.11 |
| met2 | 21 | 0.45 |
| met1 | 214 | 0.44 |
| li1 | 246 | - |
Power and IR drop assume default switching activity.
