==> design.v <==
module D_FF (q, d, reset, clk);
  output reg q;
  input d, reset, clk;
  always_ff @(posedge clk)
  if (reset)
    q <= 0;   
  else
    q <= d;  
endmodule
module mux2to1 (a, b, sel, out);
	 input logic a, b, sel;
    output logic out;
    logic not_sel, a_and_not_sel, b_and_sel;
    not u1 (not_sel, sel);
    and u2 (a_and_not_sel, a, not_sel);
    and u3 (b_and_sel, b, sel);
    or  u4 (out, a_and_not_sel, b_and_sel);
endmodule
module mux2to1_64bit (a, b, sel, out);
    input logic [63:0] a, b;
    input logic sel;
    output [63:0] out;
    genvar i;
    generate
        for (i = 0; i < 64; i++) begin : bit64mux
            mux2to1 m (.a(a[i]), .b(b[i]), .sel(sel), .out(out[i]));
        end
    endgenerate
endmodule
module register (d, q, wr_en, reset, clk);
	input logic [63:0] d;
	output logic [63:0] q;
	input logic wr_en, reset, clk;
	logic [63:0] d_mid;
	mux2to1_64bit m (.a(q), .b(d), .sel(wr_en), .out(d_mid));
	genvar i;
	generate
	 for(i=0; i<64; i++) begin : eachDff
		D_FF ff (.q(q[i]),  .d(d_mid[i]), .reset, .clk);
	 end
	endgenerate
endmodule
==> run.sh <==
#!/bin/bash
# OpenROAD 26Q1-2900-gdf79404cd8, Yosys 0.63+post, stock flow scripts
make -C /OpenROAD-flow-scripts/flow DESIGN_CONFIG=/design/flow/config.mk WORK_HOME=/design/flow/orfs finish
==> config.mk <==
export PLATFORM = sky130hd
export DESIGN_NAME = register
export DESIGN_NICKNAME = register
export VERILOG_FILES = /design/flow/design.v
export SDC_FILE = /design/flow/constraint.sdc
export NUM_CORES = 4
export LEC_CHECK = 1
export CORE_UTILIZATION = 50
==> constraint.sdc <==
current_design register

set clk_period 1.1
set clk_io_pct 0.2

create_clock -name clk0 -period $clk_period [get_ports {clk}]

set non_clock_inputs [all_inputs -no_clocks]
set_input_delay [expr $clk_period * $clk_io_pct] -clock clk0 $non_clock_inputs
set_output_delay [expr $clk_period * $clk_io_pct] -clock clk0 [all_outputs]
==> impl_metrics.yaml <==
# synthesis and place-and-route metrics
status:
  status: "completed"
setup_path:
  critical_path.max_fanout: 2
  crit_type: "flip-flop to output pin"
  reg2reg_slack_ns: 0.39
  arrival_ns: 0.83
  path_buffers: 1
  crit_path_start_kind: "flip-flop"
  slowest_delay_ns: 0.33
  crit_slowest_cell: "dfxtp_2"
  cp_top_family: "flip-flops"
  crit_chain: "clkdlybuf4s15_1"
  reg2regPathDepth: 3
  worstSetupEndpointType: "output pin"
  cp.required_ns: 0.88
routing:
  drtIter0Drc: 50
  via_count: 1893
  vias_per_cell: 4.55
  ant_nets: 0
  drc: 0
  num_antenna_cells: 0
  routed_wirelength_mm: 5.31
  drtPass1Iterations: 4
  post_drt_wl_per_cell_microns: 12.8
timing:
  slew_headroom_pct: 79.3
  worst_pin_slew_ns: 0.311
  setup-violations-final: 0
  slew_viol_final: 0
  post-route-min-period_ns: 1.05
  finClkSkew_ns: 0
  finalSetupTns_ns: 0
  hold_viol_final: 0
  max_freq_ghz: 0.949
  rsz0062_at_grt: "no"
  fin_crit_sh_pct: 95.8
cts:
  cts_made_buffers: 9
  htreeDepth: 3
  clockBufferDepth: 2
  cts_tree: "done"
  cts.sink_count: 64
  cts-hold-fix-buffers: 0
  cts.clk_slew.worst_paths_ns: 0.07
  clock_latency_ns: 0.33
  root_buffer: "clkbuf_8"
global_routing:
  overflow: 0
  grt_pass1_wl_mm: 9.13
  grt_max_degree: 25
  grt_usage_pct: 20.0
  antenna_found_initial: 0
  grt_pass1_vias: 1956
placement:
  port_buffers: 130
  gp_congestion: 0.733
  hpwl_mm: 3.60
power:
  p_total_mw: 5.42
  power_density_nw_per_um2: 1380
  ir_worst_vdd_mv: 1.24
  leakagePower_nw: 1.78
synth:
  ys_warn_count: 1
  ys_seq_share_pct: 46.2
  synth_area_per_cell_sq_um: 10.3
  synthCells: 270
  syn_area_sq_um: 2770
  ys_area_sq_um: 2770
  synthDistinctLibCells: 8
  ys_cells: 270
  synth_flops: 64
layout:
  lay_top_cells: "mux2i_1, nor2_1, dfxtp_2, clkdlybuf4s50_1, clkdlybuf4s15_1"
  syn_to_final_growth_pct: 42.0
  drive_gt1_share_pct: 28.0
  fillCellCount: 376
worst_hold_path:
  hold_depth: 2
  worst_hold_startpoint: "reset"
  hp-class: "input port to flip-flop"
die:
  fp-utilization_pct: 52.9
  fp.dieH_microns: 76.5
  core_sq_um: 5240
  rows: 26
  die_w_microns: 76.5
  io-pin-count: 131
  dieArea_sq_um: 5840
run:
  log.warning_count: 26
  drv_cap: 0
power by group:
group / switching [mW] / leakage (nW) / internal (mW)
Combinational: 0.229 / 1.11 / 0.526
Sequential: 0.0623 / 0.551 / 2.48
Clock: 0.831 / 0.113 / 1.29
Total: 1.12 / 1.78 / 4.30
layer usage:
metal  vias up  global-route usage (%)  share of wire (%)
met5         -                       0                  0
met4         0                    4.04                1.5
met3         6                    7.91                 10
met2        86                    31.6                 45
met1       848                    26.6                 43
li1        953                       -                  -
worst max path at each step:
stage / depth (start not counted) / end / start
4_1_cts: 1 / q[4] / flip-flop
5_1_grt: 1 / q[12] / flip-flop
6_report: 1 / q[41] / flip-flop
cell families (layout without fill, tap and decap cells):
logic type             count (synthesis)  count (layout)  synth area share [%]
muxes                                 64              64                  23.1
DFF                                   64              64                  46.2
and+or+nand+nor                       64              64                  8.67
buffers and inverters                 78             154                  22.0
synthesized netlist by cell type:
library cell  number  area share (%)
dfxtp_1           64              46
buf_6              1            0.41
buf_8              6             3.3
buf_1              6            0.81
mux2i_1           64              23
buf_4             64              17
nor2_1            64             8.7
clkbuf_2           1            0.18
final cells by class:
type                    count  area (sq um)  share of cell area, %
repair buffers            138          1390                   35.3
well taps                  70          87.6                   2.23
clock buffers              14           183                   4.64
clock inverters             2          35.0                  0.890
multi-input cells         128           881                   22.4
flip-flops and latches     64          1360                   34.6
metrics by stage:
stage               std cells  setup WS [ns]  util, %  hold WS, ns  area (sq um)
floorplan                 270          0.226        -        0.367          2770
global placement          398         0.0814     69.9        0.471          3660
detailed placement        398         0.0764     69.9        0.482          3660
CTS                       416         0.0195     75.9        0.244          3980
global route              416       0.000495     75.2        0.251          3940
finish                    416         0.0458     75.2        0.250          3940
repair_timing:
action | CTS | global route
pin swaps | 0 | 0
endpoints found under the setup margin | 64 | 8
gates cloned | 0 | 0
gates resized | 192 | 8
buffers inserted | 2 | 0
Power figures rest on the tool's default switching activity, not on a simulated workload.
